### flow/config.mk
export PLATFORM = sky130hd
export DESIGN_NAME = Part3
export DESIGN_NICKNAME = Part3
export VERILOG_FILES = /design/flow/design.v
export SDC_FILE = /design/flow/constraint.sdc
export NUM_CORES = 4
export LEC_CHECK = 1
export CORE_UTILIZATION = 30
### flow/constraint.sdc
current_design Part3

set clk_period 2.7
set clk_io_pct 0.2

create_clock -name clk0 -period $clk_period [get_ports {CLOCK_50}]

set non_clock_inputs [all_inputs -no_clocks]
set_input_delay [expr $clk_period * $clk_io_pct] -clock clk0 $non_clock_inputs
set_output_delay [expr $clk_period * $clk_io_pct] -clock clk0 [all_outputs]
### flow/design.v
module Part3(HEX0, CLOCK_50, KEY, count, LEDR);
input CLOCK_50;
output [6:0] HEX0;
output reg [3:0] count;
output [10:0] LEDR;
input [1:0] KEY;
wire out_1hz;
wire [6:0] display_out;
clock_1hz clock(
	.clk(CLOCK_50), 
	.out(out_1hz)
);
initial count = 4'b0;
always @ (posedge out_1hz) begin
	if (count < 9)
		count <= count + 1;
	else
		count <= 4'b0;
end
seven_segment_display display(
	.in(count),
	.out(display_out)
);
assign HEX0 = display_out;
assign LEDR[0] = out_1hz;
endmodule
module clock_1hz(clk, out);
input clk;
output out;
reg [25:0] count_reg = 0;
reg out_1hz = 0;
always @(posedge clk) begin
	 if (count_reg < 25000000) begin
        count_reg <= count_reg + 1;
    end else begin
        count_reg <= 0;
        out_1hz <= ~out_1hz;
    end
end
assign out = out_1hz;
endmodule
module seven_segment_display(
	in,			 
	out			 
);
input [3:0] in; 	 
output [6:0] out;  
assign out[6] = (~in[3] & ~in[2] & ~in[1]) + (~in[3] & in[2] & in[1] & in[0]); 
assign out[5] = (in[3] & in[2] & ~in[1]) + (~in[3] & in[1] & in[0]) + (~in[3] & ~in[2] & in[0]) + (~in[3] & ~in[2] & in[1]); 
assign out[4] = (~in[1] & in[2]) | (in[0]);
assign out[3] = (in[2] & in[1] & in[0]) + (~in[3] & in[2] & ~in[1] & ~in[0]) + (in[3] & ~in[2] & in[1] & ~in[0]) + (~in[2] & ~in[1] & in[0]);
assign out[2] = (in[3] & in[2] & ~in[0]) + (~in[3] & ~in[2] & in[1] & ~in[0]) + (in[3] & in[2] & in[1]);
assign out[1] = (in[2] & in[1] & ~in[0]) + (in[3] & in[1] & in[0]) + (~in[3] & in[2] & ~in[1] & in[0]) + (in[3] & in[2] & ~in[0]);
assign out[0] = (in[2] & ~in[1] & ~in[0]) + (in[3] & in[2] & ~in[1]) + (~in[3] & ~in[2] & ~in[1] & in[0]) + (in[3] & ~in[2] & in[1] & in[0]);
endmodule
### flow/run.sh
#!/bin/bash
# OpenROAD 26Q1-2900-gdf79404cd8, Yosys 0.63+post, stock flow scripts
make -C /OpenROAD-flow-scripts/flow DESIGN_CONFIG=/design/flow/config.mk WORK_HOME=/design/flow/orfs finish
==> job_summary.md <==
### Metrics collected by this job

| Metric | Value |
|---|---|
| Status | `complete, no violations` |
| Worst Hold Class | `reg -> reg` |
| Total Wirelength | `2894 µm` |
| Slew @ Worst Pin | `561.8 ps` |
| Resized Gates After CTS | `0` |
| Total power | `0.0006621 W` |
| Worst Hold Launch | `clock.count_reg[22]$_SDFF_PP0_` |
| Setup TNS | `0 ps` |
| ANT nets after route | `0` |
| Global-route wire length before repair | `5126 µm` |
| Cells in synth_stat.txt | `195` |
| Cell Area, Synth | `1715 µm²` |
| Comb area leader | `simple AND/OR/NAND/NOR gates` |
| Critical Path RT | `2890 ps` |
| Max-slew violations | `0` |
| WP data arrival | `2360 ps` |
| Yosys Warn Count | `12` |
| Cell Area, Placed | `1813 µm²` |
| Setup bufs post-CTS | `0` |
| OpenROAD warning count | `28` |
| Overall via count from detail_route | `1,297` |
| Synth flops | `31` |
| Final min period | `2170 ps` |
| Register share after synthesis | `36.76%` |
| Max-cap viol count | `0` |
| Rel. slew slack | `62.48%` |
| DP HPWL | `2036 µm` |
| Worst-path fanout max | `10` |
| Vias in the first global route | `1,137` |
| H-tree depth | `1` |
| Final setup violation count | `0` |
| Hold-fix buffers, CTS | `0` |
| Chip Area, Yosys | `1715 µm²` |
| Post-Synth Adder-Cell Area | `2.188%` |
| Site Rows | `27` |
| Synth Area in Compound Gates | `16.48%` |
| GRT Resource Usage Total | `10.28%` |
| Endpoints left unconstrained | `15` |
| Root buffer cell | `clkbuf_8` |
| RD Place Congestion | `0.7834` |
| Die area | `6024 µm²` |
| Synth area leader | `dfxtp_1` |
| CP Capture Type | `flop` |
| Post-synth ARST share | `0%` |
| Pre-antenna DRT Iters | `4` |
| Final worst path period share | `80.35%` |
| Initial DRC Count | `21` |
| Total congestion overflow | `0` |
| Max Fclk | `460.9 MHz` |
| CP startpoint | `clock.count_reg[0]$_SDFF_PP0_` |
| FF-to-FF Start | `clock.count_reg[0]$_SDFF_PP0_` |
| Routed vias/inst | `4.768` |
| Post-synth cell types | `39` |
| CTS Buffer Depth | `2` |
| Flip-flops with a built-in enable | `1` |
| Type of origin of the critical path | `flop` |
| Top cell area share | `35.01%` |
| Simple-Gate Fraction of Synth Area | `25.16%` |
| Inserted Clock Buffers | `3` |
| Initial antenna violation count | `0` |
| Final Hold Viols | `0` |
| Total DRC errors in the routed layout | `0` |
| Syn Area/Cell | `8.797 µm²` |
| Post-synthesis cell count | `195` |
| FP Util | `31.15%` |
| Count of unclocked register or latch pins | `4` |
| Largest register FFs | `26` |
| IO buf count | `12` |
| Core area | `5507 µm²` |
| CTS tree | `yes` |
| Hold WS | `494.2 ps` |
| Reg2reg setup slack | `530 ps` |
| Design area | `1861 µm²` |
| Skew final | `7.609 ps` |
| XOR/XNOR Area Share | `7.148%` |
| Largest net degree at the start of global routing | `21` |
| Cell Pwr Density | `355.9 nW/µm²` |
| Die Wd | `77.62 µm` |
| Layout cells sized above 1 | `8.500%` |
| Dominant flop cell | `dfxtp_1` |
| Drt wl/cell | `10.64 µm` |
| Top cells, area | `dfxtp_1 (35%), buf_4 (5.3%), xnor2_1 (5.1%)` |
| # IOs | `25` |
| Worst setup path end | `clock.count_reg[20]$_SDFF_PP0_` |
| Top-count cell post-synth | `dfxtp_1` |
| RSZ-0062 raised after global routing | `false` |
| Clk ins delay skew pair | `270 ps` |
| Max VDD drop | `0.2031 mV` |
| Worst-case reg-to-reg path depth | `5` |
| Cell leakage power | `0.5977 nW` |
| Diode count | `0` |
| Worst-path clk slew | `100 ps` |
| Layout area overhead | `8.461%` |
| Die Ht | `77.62 µm` |
| Worst R2R End | `clock.count_reg[20]$_SDFF_PP0_` |
| Crit Path Class | `reg -> reg` |
| Most frequent cells after synthesis | `dfxtp_1 (30), nor3_1 (16), nand2_1 (13)` |
| Synth mux share | `0%` |
==> final cells by class <==
cell class / count / area (µm²)
clock buffers: 3 / 41.29
clock inverters: 1 / 6.256
fillers: 576 / 3646
inverters: 11 / 41.29
multi-input cells: 140 / 915.9
flip-flops and latches: 31 / 630.6
well taps: 72 / 90.09
repair buffers: 14 / 135.1
==> worst min path at each step <==
stage | cells after the start | endpoint
CTS | 2 | clock.count_reg[22]$_SDFF_PP0_
global route | 2 | clock.count_reg[22]$_SDFF_PP0_
finish | 2 | clock.count_reg[22]$_SDFF_PP0_
==> cell families after synthesis <==
group	count (synthesis)
XOR/XNOR	14
flip-flops	31
buffers and inverters	34
adder cells (fa/ha/maj)	3
other	1
AND-OR/OR-AND	37
AND/OR/NAND/NOR	75
==> report_power, final <==
group / internal, W / switching [W] / total [W]
clock network: 0.000105 / 0.000125 / 0.000230
registers: 0.000409 / 0.00000556 / 0.000415
logic: 0.00000718 / 0.00000997 / 0.0000171
total: 0.000522 / 0.000141 / 0.000662
==> layout by cell type (no fill, tap or decap), types with 3 or more instances in the layout <==
master,instances
a211oi_2,6
or3_1,3
nand4_1,5
ha_1,3
and3_1,3
xnor2_1,10
nand3_1,4
inv_1,11
nor4_1,4
clkdlybuf4s50_1,12
xor2_1,4
a211oi_1,5
nor3_1,16
o31ai_1,8
nand2b_1,3
clkbuf_8,3
nor2_1,7
o21ai_0,4
nand2_1,13
a21oi_1,4
conb_1,11
dfxtp_1,30
o22ai_1,5
or4_1,9
==> stage by stage <==
step | util (%) | worst slack [ps] | std cells
2_1_floorplan | - | 695.2 | 205
3_3_place_gp | 32.92 | 551.9 | 268
3_5_place_dp | 32.92 | 534.6 | 268
4_1_cts | 33.79 | 515.5 | 272
5_1_grt | 33.79 | 387.2 | 272
6_report | 33.79 | 530.5 | 272
==> routing by layer <==
layer / GRT usage (%) / up-vias / wire [µm] / part of all wire (%)
met5: 0 / - / 0 / 0
met4: 1.321 / 0 / 25 / 0.86
met2: 16.11 / 14 / 1263 / 44
met3: 0.7168 / 2 / 51 / 1.8
li1: - / 699 / - / -
met1: 16.17 / 582 / 1553 / 54
==> critical path, stage by stage, from the launching register on <==
cell,delay [ps]
dfxtp_1,390
ha_1,220
nand3_2,150
or3_1,550
or4_1,560
a211oi_2,220
Power and IR drop assume default switching activity.
