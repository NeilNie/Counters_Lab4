## /design/flow/design.v

```verilog
module Part2 (KEY, HEX0, HEX1, LEDR);
input [1:0] KEY;
input [6:0] HEX0;
input [6:0] HEX1;
output [7:0] LEDR;
wire clock;
assign clock = ~KEY[0];
reg [7:0] value;
initial begin
value <= 8'b00000000;
end
always @ (posedge clock) begin
value <= value + 1;
end
assign LEDR = {value[7],value[6],value[5],value[4],value[3],value[2],value[1],value[0]};
endmodule
```

## /design/flow/run.sh

```bash
#!/bin/bash
# OpenROAD 26Q1-2900-gdf79404cd8, Yosys 0.63+post, stock flow scripts
make -C /OpenROAD-flow-scripts/flow DESIGN_CONFIG=/design/flow/config.mk WORK_HOME=/design/flow/orfs finish
```

## /design/flow/config.mk

```make
export PLATFORM = sky130hd
export DESIGN_NAME = Part2
export DESIGN_NICKNAME = Part2
export VERILOG_FILES = /design/flow/design.v
export SDC_FILE = /design/flow/constraint.sdc
export NUM_CORES = 4
export LEC_CHECK = 1
export CORE_AREA = 10 10 70 70
export DIE_AREA = 0 0 80 80
```

## /design/flow/constraint.sdc

```tcl
current_design Part2

set clk_period 1.6
set clk_io_pct 0.2

create_clock -name clk0 -period $clk_period [get_ports {KEY}]

set non_clock_inputs [all_inputs -no_clocks]
set_input_delay [expr $clk_period * $clk_io_pct] -clock clk0 $non_clock_inputs
set_output_delay [expr $clk_period * $clk_io_pct] -clock clk0 [all_outputs]
```

==> flow_summary.toml <==
# synthesis and place-and-route metrics
[run_status]
status = "finished with violations"
violations = "setup timing"

[die]
die.size.y_microns = 80
chipArea_sq_mm = 0.00640
floorplan.core_util_pct = 8.21
num_rows = 21
die_w_microns = 80
core_sq_mm = 0.00342
ios = 24

[yosys]
ys_warn_count = 1
syn_inst = 25
postSynthSeqShare_pct = 57.1
yosys.area.top_type_share_pct = 57.1
yosysUniqueCellTypes = 11
ys_cells = 25
yosys_area_sq_um = 280
synthesis.area_sq_um = 280
yosysTopAreaCell = "dfxtp_1"
syn_avg_cell_area_sq_um = 11.2
synth_flops = 8
top_cells_by_area = "dfxtp_1, xnor2_1, xor2_1"

[final_timing]
worst_pin_slew_ns = 0.144
setup_slack_ns = -0.229
whs_ns = 0.502
drv_slew = 0
fin_skew_ns = 0.0103
grt_setup_unrepaired = "yes"
hold_viol = 0
setup_viol = 8
slew_headroom_pct = 90.3

[pwr]
power_mw = 0.409
p_int_mw = 0.313
sw_frac_of_total_pct = 23.6
powerDensity_mw_per_mm2 = 799
switchingPower_mw = 0.0963
vdd_drop_max_v = 0.000342
comb_power_share_pct = 0
p_leak_nw = 0.275
p_seq_share_pct = 49.1
p_clk_share_pct = 50.9

[clock_tree]
clk_latency_ns = 0.29
tritoncts = "built"
clock_path_buffers = 2
clkTransAtPathRegs_ns = 0.04
root_buffer = "clkbuf_4"
clock-sinks = 8
cts_buffers = 3
htreeDepth = 1

[final_layout]
top_register = "value"
reg_top3 = "value: 8 flops"
area_growth_pct = 82.6
drive_gt1_share_pct = 58.5
largest_reg_flops = 8
final.fill_count = 409

[route]
drtAntennaViolNets = 0
avgRoutedWirePerCell_microns = 7.19
drc = 0
via_count = 250
dr.pass1.iters = 3
wl_microns = 712
antenna_cells = 0
viasPerCell = 2.53
detail_route.iter0.violations = 12

[hold_path]
min_path_cells = 2
hold_path_class = "reg2reg"
min_to = "value[0]$_DFF_N_"
holdCritStartpoint = "value[0]$_DFF_N_"

[global_route]
grt_pass1_vias = 301
grtUsageTotal_pct = 2.53
grt_pass1_wl_microns = 1260
grt_overflow = 0
antenna_found_initial = 0
grt_max_degree = 5

[setup_path]
worst_setup_path_end_kind = "output port"
worstPathRequired_ns = 1.28
slowest_delay_ns = 0.31
crit_arrival_ns = 1.51
cp.buffers_inverters = 1
path_cells = "buf_2"
crit_type = "reg2out"
cp_slowest_cell = "dfxtp_2"
worstReg2RegStart = "value[3]$_DFF_N_"
cpLargestDelayFamily = "flip-flops"
crit_path_max_fanout = 2
reg2reg_to = "value[6]$_DFF_N_"
r2r_cells = 5
rrSetupSlack_ns = 0.59
cp-start-kind = "flip-flop"

[placed_design]
place_congestion = 0.803
hpwl_microns = 513
port-buffer-count = 8
dpl_worst_slack_ns = -0.325

[flow_run]
tool_warnings = 74
drv_cap = 0
## power by group through the flow
stage                 sequential [mW]  clock (mW)  combinational (mW)
after CTS                       0.201       0.255         0.000000144
after global routing            0.200       0.273         0.000000150
final                           0.201       0.208         0.000000150
## layer usage
layer  vias up  global-route usage (%)  share of wire [%]
met5         -                       0                  0
met4         0                    1.23                1.3
met3         2                    3.07                 19
met2        14                    1.85                 22
met1        97                    3.49                 57
li1        137                       -                  -
## metrics by stage
step	setup TNS (ns)	instance area (sq um)	instances	utilization, %
2_1_floorplan	0	280	25	-
3_3_place_gp	-2.47	478	87	14.0
3_5_place_dp	-2.47	478	87	14.0
4_1_cts	-2.12	504	98	14.8
5_1_grt	-2.31	512	99	15.0
6_report	-1.77	512	99	15.0
## layout by cell type (no fill, tap or decap)
master	count
buf_4	10
inv_1	9
buf_2	8
dfxtp_2	8
xor2_1	3
xnor2_1	3
clkbuf_4	3
nand2_1	2
nand3_1	2
nand3_2	1
nor3_2	1
and3_1	1
nor2_1	1
ha_1	1
## cell families (layout without fill, tap and decap cells)
logic type,Yosys count,count (layout),share of synthesized area (%)
XOR/XNOR,6,6,18.8
adder cells (fa/ha/maj),1,1,4.46
flip-flops,8,8,57.1
buffers and inverters,2,30,2.68
AND/OR/NAND/NOR,8,8,17.0
## cell type report
class	count	area, sq um	share of cell area (%)
sequential	8	170	33.3
inverter	1	3.75	0.733
multi-input combinational	15	113	22.0
clock buffer	3	22.5	4.40
timing repair buffer	18	115	22.5
clock inverter	8	30.0	5.87
tap	46	57.6	11.2
## cells in the mapped netlist
| library cell | number |
|---|---|
| dfxtp_1 | 8 |
| nor3_2 | 1 |
| inv_1 | 2 |
| nand3_1 | 2 |
| xor2_1 | 3 |
| nor2_1 | 1 |
| nand2_1 | 2 |
| nand3_2 | 1 |
| ha_1 | 1 |
| and3_1 | 1 |
| xnor2_1 | 3 |
## how the worst max path moves through the flow
stage / startpoint / end / slack, ns / cells after the start
5_1_grt: value[3]$_DFF_N_ / LEDR[3] / -0.31 / 1
6_report: value[2]$_DFF_N_ / LEDR[2] / -0.23 / 1
4_1_cts: value[3]$_DFF_N_ / LEDR[3] / -0.28 / 1
## timing repair
| item | CTS | global route |
|---|---|---|
| hold buffers | 0 | 0 |
| gates resized | 33 | 0 |
| buffers inserted | 1 | 1 |
| cloned | 0 | 0 |
| hold endpoints to repair | 0 | 0 |
| setup endpoints to repair | 8 | 8 |
Power and IR drop assume default switching activity.
